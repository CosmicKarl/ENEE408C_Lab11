File: flow/design.v
`timescale 1ns/1ps
module max_comp
        #(parameter size = 3, width = 10)(  
        input clk, rst,
        input start_in,
        input [width - 1 : 0] length, data,
        output reg done_out,
        output reg rd_en,
        output [width - 1 : 0] rd_addr,
        output reg [width - 1 : 0] max);
    localparam START = 2'b00, STATE0 = 2'b01, STATE1 = 2'b10, END = 2'b11;
    reg [1 : 0] state, next_state;
    reg [width - 1 : 0] next_max;
    reg [width - 1 : 0] counter, next_counter;
    always @(posedge clk)
    begin
        if (!rst)
        begin 
            state <= START;
            max <= 0;
	          counter <= 0;
        end
        else
        begin 
            state <= next_state;
            max <= next_max;
	        counter <= next_counter;
        end
    end
    assign rd_addr = counter;
    always @(state, start_in, length, data, counter)
    begin 
        case (state)
	      START:
	      begin
            done_out <= 0;
       	    next_max <= max;
       	    next_counter <= 0;
       	    rd_en <= 0;
            if (start_in)
                next_state <= STATE0;
            else
                next_state <= START;		    
        end
        STATE0:
        begin 
            next_counter <= counter + 1;
            rd_en <= 1;
            next_max <= data;
            next_state <= STATE1;
        end
        STATE1:
        begin 
            next_counter <= counter + 1;
            rd_en <= 1;
            if (next_max < data) begin
            	next_max <= data;
            end
            if (counter == (length))
                next_state <= END;
            else
                next_state <= STATE1;
        end
        END:
        begin 
            done_out <= 1;
            next_counter <= 0;
            rd_en <= 0;
            next_state <= START;
        end
        endcase
    end
    function integer log2;
    input [31:0] value;
    begin
        value = value - 1;
        for (log2 = 0; value > 0; log2 = log2 + 1) begin
            value = value >> 1;
        end
    end
    endfunction 
endmodule    
File: flow/run.sh
#!/bin/bash
# OpenROAD 26Q1-2900-gdf79404cd8, Yosys 0.63+post, stock flow scripts
make -C /OpenROAD-flow-scripts/flow DESIGN_CONFIG=/design/flow/config.mk WORK_HOME=/design/flow/orfs finish
File: flow/config.mk
export PLATFORM = sky130hd
export DESIGN_NAME = max_comp
export DESIGN_NICKNAME = max_comp
export VERILOG_FILES = /design/flow/design.v
export SDC_FILE = /design/flow/constraint.sdc
export NUM_CORES = 4
export LEC_CHECK = 1
export CORE_UTILIZATION = 30
File: flow/constraint.sdc
current_design max_comp

set clk_period 1.9
set clk_io_pct 0.2

create_clock -name clk0 -period $clk_period [get_ports {clk}]

set non_clock_inputs [all_inputs -no_clocks]
set_input_delay [expr $clk_period * $clk_io_pct] -clock clk0 $non_clock_inputs
set_output_delay [expr $clk_period * $clk_io_pct] -clock clk0 [all_outputs]
==> notes.org <==
#+TITLE: Physical design notes

** Synthesis
- Post-synth area from yosys stat :: about 1400 sq um
- Mean post-synth cell area :: 8.94 sq um
- Number of instances in the synthesized netlist :: about 160
- Cell count listed in synth_stat.txt :: 161
- Per the synthesis report, the number of distinct cell types is 33.
- Synthesis inferred 35 register bits.
- Before any placement, the netlist area is recorded as 1440 sq um.
- For this run, the number of Yosys warnings is 11.

** STA
- Fin. max-slew vios :: 0
- Hold timing on the final database bottoms out at a slack of 0.509 ns.
- Count of unclocked register or latch pins :: 11
- Slew of the pin with the lowest slew margin :: 0.658 ns
- Count of endpoints without a timing constraint :: 12
- Slew HR :: 0.561
- Setup repair after global routing left no endpoint under its margin.
- After routing, the total negative slack on setup checks comes to 0 ns.
- After layout, the worst setup slack is 0.235 ns.
- Final setup violating endpoints :: 0
- For the final database, setup skew stands at 0.00401 ns.
- Fmax :: 601 MHz
- Final hold violation count :: 0
- The worst path in the final design needs a cycle of about 1.7 ns, including I/O delays and setup.
- Dividing the final minimum period by the clock period gives 0.876.

** Global routing
- For this run, the total global-route usage over all layers was measured as 0.120.
- Overall overflow remaining after global route :: 0
- The initial antenna violation count came to 0.
- The first global-routing pass estimated about 4.9 mm of wire.
- Vias in the first global route :: 1,117
- Entering global routing, the biggest net connects 20 pins.

** Place
- Detailed placement ended at an HPWL of between 2 and 2.5 mm.
- Per the detailed placement report, the placed cell area equals 1930 sq um.
- DP Cell Count :: around 250
- Number of port buffers :: 44
- Per the post-place timing report, worst setup slack is 0.254 ns.
- After its last routability iteration, the placer logged a weighted congestion of 0.807.

** Clock tree
- H-tree levels :: 1
- Post-CTS Setup Bufs :: 0
- No sink is reached through more buffers than the 2 on the longest clock path.
- Master cell of the clock root buffer :: clkbuf_8
- Number of gates given a new drive strength after cts :: 0
- TritonCTS clock tree :: built
- Source-to-sink clock delay at the later pin of the worst-skew pair :: 0.26 ns
- Per the TritonCTS log, the buffer count is 3.
- After clock tree synthesis, the clock-pin slew on the worst setup and hold paths is about 0.080 ns.
- Hold repair after CTS inserted 0 buffers.

** Job
- Reported max-cap violation count :: 0
- The number of warnings reported in the stage logs is 25.

** Floorplan
- In this run the core area contains 24 standard-cell rows.
- According to the I/O placement log, the pin count is 45.
- According to the floorplan report, the die height is between 70 and 80 um.
- The total area inside the core boundary comes to 4470 sq um.
- In the floorplan report the effective utilization is 0.322.
- Per the OpenROAD floorplan log, the width of the die is 71.3 um.
- Total die size :: 5080 sq um

** Finish
- Number of standard cells in the layout, taps in and fillers out :: 258
- Fill cells in the final layout number between 400 and 500.
- Flip-flop and latch area :: 646 sq um
- Final core utilization :: 0.444
- The layout report lists the multi-input gate area as 726 sq um.
- Most frequently placed logic cell in the final layout :: clkdlybuf4s50_1
- Most frequent logic cells in the routed design :: clkdlybuf4s50_1, dfxtp_1, o21ai_0
- Summing all non-filler instances in the final layout gives an area of 1980 sq um.
- Proportion of layout cells with a drive suffix above 1 :: 0.0485
- Synthesis-to-layout area growth :: 37.9%

** Route
- Post-route DRC violation count :: 0
- Per the detailed-route log, wirelength across all metal layers totals 2.86 mm.
- The number of antenna diodes in the final layout is 0.
- DR vias :: between 1,000 and 1,500
- Post-route antenna net violation count :: 0
- The routed design shows a wire length per standard cell of 11.1 um.
- Detailed router's first-iteration violation count :: 73
- Dividing the detail-routed via count by the number of cells gives 4.62.
- Pre-Repair DR Iteration Count :: 21

** Power
- Worst voltage drop across the vdd grid :: between 0.0002 and 0.0003 V
- Areal power density over the cells :: around 530 nW/um^2
- For this design the static power due to leakage is 0.799 nW.
- Total chip power :: 1.05 mW

** Setup path
- Endpoint type of the worst setup path :: output pin
- The required time at the worst endpoint is listed as 1.52 ns.
- Slowest CP cell :: clkdlybuf4s50_1
- Grouping stages by cell kind, the critical path spends the most delay in buffers and inverters.
- For reference, the critical path cell chain is clkdlybuf4s50_1.
- Slowest stage delay, CP :: 0.52 ns
- Data arrives at the worst endpoint at 1.29 ns.
- Worst Path Class, Setup :: reg2out
- Sort of element at the start of the critical path :: flip-flop
- Crit path buffers/inverters :: 1
- Along the worst path, the maximum fanout reaches 7.

** Outcome
- Run status :: completed

** Min path
- The most critical min-delay path falls under reg2reg.
==> where the power goes <==
part	total [mW]	leakage (nW)	internal, mW	switching [mW]
clock network	0.343	0.0288	0.185	0.158
logic	0.153	0.489	0.0883	0.0642
registers	0.554	0.281	0.541	0.0132
==> worst paths after layout <==
check / from / end / slack [ns] / cells past startpoint
max reg2reg: counter[0] / counter[8] / 0.47 / 4
min: state[3] / state[0] / 0.51 / 1
max: counter[2] / rd_addr[2] / 0.23 / 1
min reg2reg: state[3] / state[0] / 0.51 / 1
==> flip-flops by register name (all words and copies together) (netlist names) <==
name and cells:
next_max 10, state 4, counter 10, max 10
done_out 1
==> kinds of logic (layout without fill, tap and decap cells) <==
| family | Yosys count | in the layout | synth area share |
|---|---|---|---|
| mux | 1 | 1 | 0.00783 |
| compound gates | 23 | 23 | 0.0878 |
| latches | 11 | 11 | 0.115 |
| simple gates | 60 | 60 | 0.224 |
| fa+ha+maj | 10 | 10 | 0.0870 |
| xor+xnor | 16 | 16 | 0.0974 |
| flops | 24 | 24 | 0.334 |
| buf+inv | 16 | 61 | 0.0470 |
==> per-layer routing <==
layer,routed length [um],part of all wire,vias up,global-route usage
li1,-,-,632,-
met1,1430,0.50,524,0.186
met2,1260,0.44,37,0.193
met3,165,0.058,0,0.0143
met4,0,0,0,0.0133
met5,0,0,-,0
==> cell usage after synthesis <==
library cell,count,share of area
dfxtp_1,24,0.33
o21ai_0,14,0.049
inv_1,12,0.031
nand2_1,12,0.031
nor2_1,12,0.031
dlxtn_1,11,0.11
and2_1,10,0.043
ha_1,10,0.087
xnor2_1,8,0.049
xor2_1,8,0.049
a21oi_1,5,0.017
nand3_1,4,0.014
clkbuf_1,3,0.0078
nand4_1,3,0.013
nor3_1,3,0.010
nor4_1,3,0.013
nand2b_1,2,0.0087
or3_1,2,0.0087
a211oi_1,1,0.0052
a21o_1,1,0.0052
a31oi_1,1,0.0044
and3_1,1,0.0044
and4_1,1,0.0061
buf_6,1,0.0078
mux2_2,1,0.0078
nand2_2,1,0.0044
nand3_2,1,0.0070
nand3b_1,1,0.0052
nor2_2,1,0.0044
nor2b_1,1,0.0044
nor4_2,1,0.0087
o32a_1,1,0.0070
or3b_1,1,0.0061
==> cell type report <==
class                      instances  area share
inverter                          12      0.0227
multi-input combinational        110       0.366
sequential                        35       0.325
timing repair buffer              45       0.226
tap                               52      0.0328
clock buffer                       4      0.0277
No activity file was given, so power comes from the tool's default toggle rates.

<file path="design/flow/design.v">
`timescale 1ns / 1ns
module fifo #(parameter buffer_size = 5, width = 6)
(
    input clk, rst,
    input wr_en, rd_en,
    input[width - 1 : 0] data_in,
    output reg [log2(buffer_size) - 1 : 0] population,
    output reg [log2(buffer_size) - 1 : 0] capacity,
    output [width - 1 : 0] data_out     
);
    reg [width - 1 : 0] FIFO_RAM [0 : buffer_size - 1];
    reg [log2(buffer_size) - 1 : 0] rd_addr, wr_addr;
    wire[1:0] pop_control = {wr_en, rd_en};
    assign data_out = FIFO_RAM[rd_addr];
    integer i;
    always @(posedge clk)
    begin 
        if(!rst)
        begin
            rd_addr <= 0;
            wr_addr <= 0;
            population <= 0;
            capacity <= buffer_size;            
        end
        else
        begin
            if(wr_en)
            begin 
                FIFO_RAM[wr_addr] <= data_in;
                wr_addr <= (wr_addr != buffer_size - 1) ? wr_addr + 1 : 0;
            end
            if(rd_en)
                rd_addr <= (rd_addr != buffer_size - 1) ? rd_addr + 1 : 0;
            case (pop_control)
            2'b00 : 
            begin 
                population <= population;
                capacity <= capacity;
            end
            2'b01 : 
            begin 
                population <= population - 1;
                capacity <= capacity + 1;
            end
            2'b10 : 
            begin 
                population <= population + 1;
                capacity <= capacity - 1;
            end    
            2'b11 : 
            begin 
                population <= population;
                capacity <= capacity;
            end
            default:
            begin 
                population <= population;
                capacity <= capacity;
            end
            endcase
        end    
    end
    function integer log2;
    input [31 : 0] value;
    begin
        value = value - 1;
        for (log2 = 0; value > 0; log2 = log2 + 1) begin
            value = value >> 1;
        end
    end
    endfunction 
endmodule
</file>
<file path="design/flow/run.sh">
#!/bin/bash
# OpenROAD 26Q1-2900-gdf79404cd8, Yosys 0.63+post, stock flow scripts
make -C /OpenROAD-flow-scripts/flow DESIGN_CONFIG=/design/flow/config.mk WORK_HOME=/design/flow/orfs finish
</file>
<file path="design/flow/config.mk">
export PLATFORM = sky130hd
export DESIGN_NAME = fifo
export DESIGN_NICKNAME = fifo
export VERILOG_FILES = /design/flow/design.v
export SDC_FILE = /design/flow/constraint.sdc
export NUM_CORES = 4
export LEC_CHECK = 1
export CORE_AREA = 10 10 113 113
export DIE_AREA = 0 0 123 123
</file>
<file path="design/flow/constraint.sdc">
current_design fifo

set clk_period 3.2
set clk_io_pct 0.2

create_clock -name clk0 -period $clk_period [get_ports {clk}]

set non_clock_inputs [all_inputs -no_clocks]
set_input_delay [expr $clk_period * $clk_io_pct] -clock clk0 $non_clock_inputs
set_output_delay [expr $clk_period * $clk_io_pct] -clock clk0 [all_outputs]
</file>
==> metrics.yaml <==
cp_max_fo: 6
fin_tns_setup_ns: 0
min_period_over_period_pct: 86.5
p_sw_share_pct: 24.0
die_w_um: 123
wl_met3_um: 363
cts_resized: 0
clock_tree.root_cell: "clkbuf_8"
fill_cells: 1062
wl_met2_um: 1430
grt_overflow_total: 0
final_common_cell: "edfxtp_1"
ir_drop_mv: 0.217
grt_pass1_vias: 1024
status: "complete, no violations"
syn_to_final_growth_pct: 25.4
timing.fmax_mhz: 361
final_util_pct: 22.7
viasPerCell: 3.52
comb_area_um2: 614
cp_slowest_cell: "dfxtp_1"
cts_tree: "yes"
drv_slew: 0
grt_start_max_net_pins: 18
drc: 0
setup_violations: 0
cts_hold_buf: 0
crit_family: "multiplexers"
p_int_uw: 907
post-cts-setup-buffers: 0
numCtsBuffers: 5
htree_num_levels: 2
wl_per_cell_um: 11.2
rsz0062_at_grt: "no"
antenna_found_initial: 0
hold_viol: 0
p_seq_share_pct: 56.0
fp_util_pct: 18.1
synth_seq_share_pct: 64.4
crit_required_ns: 2.56
worstMarginPinSlew_ns: 0.592
max_stage_delay_ns: 0.58
crit_chain: "mux4_2 > mux2_2 > clkdlybuf4s50_1"
p_clk_share_pct: 31.0
clock_sinks: 45
p_comb_share_pct: 13.1
layout_top_cells: "edfxtp_1 (30), clkdlybuf4s50_1 (21), dfxtp_1 (15)"
antenna_cells: 0
gp_congestion: 0.748
drt_pre_antenna_iters: 4
top_layer: "met4"
die_y_um: 123
grt_first_pass_wirelength_um: 5140
power.total_uw: 1190
cp.arrival_ns: 2.13
drtIter0Drc: 41
ant_nets: 0
clock_latency_ns: 0.29
layout-drive-gt1-share_pct: 14.5
wl_met1_um: 1500
synthesis.area_um2: 1870
path_clk_slew_ns: 0.09
hpwl_um: 2350
maxCapViolations: 0
p_sw_uw: 287
dieArea_um2: 15100
period_needed_ns: 2.77
ys_types: 26
ys_area_um2: 1870
p_per_area_nw_per_um2: 510
min_path_type: "flop to flop"
crit_type: "flop to output pin"
ys_warn_count: 17
io_pins: 22
clk_path_buf_depth: 2
tool_warnings: 28
p_leak_uw: 0.000791
grt_usage_pct: 4.37
holdWs_ns: 0.479
ys_ff: 45
ys_cells: 131
vias: 1038
io_buffer_count: 21
crit_path_end_kind: "output pin"
syn_avg_cell_area_um2: 14.2
finClkSkew_ns: 0.00527
core-area_um2: 10300
path_buffers: 1
slew-limit-headroom_pct: 60.4
start_kind: "flop"
num_rows: 37
routed_wirelength_um: 3300
regArea_um2: 1200
netlist_instances: 131
## worst reg2reg max path: cells and delay by family (launching register included)
kind / cells / cell delay, ns
AND/OR/NAND/NOR: 2 / 0.58
flip-flops: 1 / 0.38
buffers and inverters: 1 / 0.10
## cells by family (layout without fill, tap and decap cells)
| group | after synthesis | after routing | synth area share [%] |
|---|---|---|---|
| DFF | 45 | 45 | 64.4 |
| AOI/OAI and AO/OA | 12 | 12 | 3.49 |
| xor gates and xnor gates | 4 | 4 | 1.88 |
| and+or+nand+nor | 35 | 35 | 9.19 |
| adders and majority gates | 8 | 8 | 5.37 |
| buffers and inverters | 11 | 39 | 2.68 |
| muxes | 16 | 16 | 13.0 |
## cell type report
class / count / area share (%)
Clock buffer: 5 / 2.94
Multi-Input combinational cell: 75 / 26.3
Inverter: 7 / 1.12
Clock inverter: 3 / 1.12
Tap cell: 136 / 7.27
Timing Repair Buffer: 24 / 9.95
Sequential cell: 45 / 51.3
## worst paths after layout
kind                 startpoint        endpoint  slack (ns)  cells past startpoint
setup / recovery           flop     data_out[0]        0.43                      3
hold / removal    population[2]   population[2]        0.48                      2
setup reg to reg     wr_addr[2]  FIFO_RAM[2][0]        1.78                      3
hold reg to reg   population[2]   population[2]        0.48                      2
## flip-flops by register name (all words and copies together) (netlist names), named ones only
register / count
FIFO_RAM: 30
capacity: 3
population: 3
rd_addr: 3
wr_addr: 3
## cell usage after synthesis
library cell	instances	share of area, %
a21boi_0	1	0.40
a21oi_1	3	0.80
and2_1	5	1.7
buf_1	1	0.20
buf_2	1	0.27
buf_6	1	0.60
clkbuf_1	1	0.20
dfxtp_1	15	16
edfxtp_1	30	48
ha_1	8	5.4
inv_1	7	1.4
mux2_2	6	3.6
mux2i_1	4	2.1
mux4_2	6	7.2
nand2_1	12	2.4
nand2b_1	1	0.34
nand3_1	4	1.1
nand3b_1	1	0.40
nor2_1	4	0.80
nor2b_1	3	1.0
nor3_1	4	1.1
nor3b_1	1	0.40
o21a_1	1	0.40
o21ai_0	7	1.9
xnor2_1	2	0.94
xor2_1	2	0.94
## stage by stage
step	cell area [um^2]	cells	setup WS (ns)
final	2340	295	0.432
after detailed placement	2240	287	0.641
after global routing	2340	295	0.285
after floorplan	1870	131	1.39
after global placement	2240	287	0.663
after CTS	2340	295	0.396
## power by group through the flow
stage                 clock (uW)  sequential (uW)  combinational, uW
after CTS                    384              669                159
after global routing         415              673                176
final                        370              668                156
## metal layers
| metal | track usage [%] | vias up |
|---|---|---|
| li1 | - | 526 |
| met1 | 5.63 | 476 |
| met2 | 6.46 | 34 |
| met3 | 2.73 | 2 |
| met4 | 0.291 | 0 |
| met5 | 0 | - |
Power and IR drop assume default switching activity.
